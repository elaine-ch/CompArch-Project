[config.mk]
export PLATFORM = sky130hd
export DESIGN_NAME = DatMem
export DESIGN_NICKNAME = DatMem
export VERILOG_FILES = /design/flow/design.v
export SDC_FILE = /design/flow/constraint.sdc
export NUM_CORES = 4
export LEC_CHECK = 1
export CORE_UTILIZATION = 30
[constraint.sdc]
current_design DatMem

set clk_period 16.1
set clk_io_pct 0.2

create_clock -name clk0 -period $clk_period [get_ports {Clk}]

set non_clock_inputs [all_inputs -no_clocks]
set_input_delay [expr $clk_period * $clk_io_pct] -clock clk0 $non_clock_inputs
set_output_delay [expr $clk_period * $clk_io_pct] -clock clk0 [all_outputs]
[design.v]
module DatMem (
  input[7:0] in,
  input Clk,
  input wr_en,
  input RenD,
  input[7:0] addr,
  output logic[7:0] out);
  logic[7:0] core[256];
  always_ff @(posedge Clk) begin
    if(wr_en) core[addr] <= in; 
    if(RenD) out <= core[addr];
	end
endmodule
[run.sh]
#!/bin/bash
# OpenROAD 26Q1-2900-gdf79404cd8, Yosys 0.63+post, stock flow scripts
make -C /OpenROAD-flow-scripts/flow DESIGN_CONFIG=/design/flow/config.mk WORK_HOME=/design/flow/orfs finish
==> impl_metrics.tcl <==
# implementation run metrics
set metrics [dict create \
    placed_area_um2 83500 \
    cts_buffers 200 \
    synth_seq_share_pct 78.6 \
    cts_resized 0 \
    drive_above_1_share_pct 25.3 \
    power_w 0.0109 \
    fin_setup_tns_ns 0 \
    yosys-top-cells-area "edfxtp_1 79%, mux4_2 15%, a22oi_1 2.4%, nor2_1 1.1%, a21oi_1 0.82%" \
    min_path_type "reg2reg" \
    ys_ff 2056 \
    min_period_ns 7.43 \
    areaGrowthSynthToFinish_pct 14.4 \
    root_buffer "clkbuf_16" \
    htreeDepth 4 \
    post-cts-setup-buffers 0 \
    hold_violations 0 \
    grt_pass1_vias 40900 \
    arrival_ns 7.96 \
    grt_overflow 0 \
    p_leak_nw 26.7 \
    final_cell_area_um2 89900 \
    rsz0062_at_grt "false" \
    cap_violations 0 \
    finalMaxSlewViolations 0 \
    wire_per_inst_um 25.9 \
    clock_latency_ns 0.82 \
    cts.sinks 2056 \
    hpwl_mm 114 \
    cts_tree "yes" \
    synthCells 3547 \
    relSlewSlack_pct 27.7 \
    endpoint_kind "flop" \
    gp_congestion 0.866 \
    ys_area_um2 78600 \
    ys_cells 3547 \
    ant_nets 0 \
    grt_pass1_wl_mm 281 \
    required_ns 16.63 \
    tool_warnings 29 \
    yosysUniqueCellTypes 21 \
    grt_max_degree 113 \
    viasPerCell 4.99 \
    irDropWorstVdd_v 0.0000897 \
    antenna_found_initial 4 \
    die_width_um 514 \
    drc 0 \
    start_kind "input pin" \
    dr_total_vias 36800 \
    whs_ns 1.05 \
    chipArea_um2 264000 \
    fp.coreArea_um2 260000 \
    top_cell_area_share_pct 78.6 \
    path_clk_slew_ns 0.06 \
    status "finished, final reports clean" \
    skew_ns 0.0386 \
    port_buffers 26 \
    path_max_fanout 71 \
    clockBufferDepth 3 \
    finalSetupViolCount 0 \
    syn_area_per_cell_um2 22.2 \
    fmax_ghz 0.135 \
    tightest_slew_ns 1.08 \
    worst_slack_ns 8.67 \
    drt_pre_antenna_iters 7 \
    syn_area_um2 78600 \
    dr.first_iter.drc_count 2053 \
    crit_type "in2reg" \
    fp.dieH_um 514 \
    power.density_nw_per_um2 121 \
    yosysTopAreaCell "edfxtp_1" \
    postCtsHoldBufs 0 \
    rows 187 \
    yosysWarnings 1 \
    ios 27 \
    grt_usage_pct 15.7 \
    fin_crit_sh_pct 46.1 \
    post-place-ws_ns 7.58 \
    fp_util_pct 30.2 \
    totalWireLength_mm 191 \
]
where the power goes:
part | internal [W] | leakage, nW | switching, W
combinational | 0.000168 | 5.14 | 0.000319
sequential | 0.00590 | 18.5 | 0.00000840
clock | 0.00255 | 3.10 | 0.00196
total | 0.00862 | 26.7 | 0.00229
Yosys cell counts (all sizes together):
| cell | n |
|---|---|
| inv | 1 |
| nor3 | 30 |
| o41ai | 32 |
| edfxtp | 2056 |
| mux4 | 512 |
| nor2b | 7 |
| or2 | 2 |
| nand4 | 8 |
| buf | 87 |
| clkbuf | 145 |
| nor2 | 232 |
| a21oi | 128 |
| a22oi | 256 |
| and2 | 3 |
| nand2 | 28 |
| nand3 | 13 |
| nand2b | 6 |
| or3 | 1 |
layout by cell type, fill, tap and decap left out, types with 8 or more instances in the layout:
cell type,Yosys,final
nor2_1,232,231
clkdlybuf4s50_1,0,16
clkbuf_1,145,42
clkinv_1,0,52
nand4_1,8,8
mux4_2,512,512
a22oi_1,256,256
buf_4,16,168
bufinv_16,0,16
edfxtp_1,2056,2056
clkinv_2,0,43
buf_8,0,10
nor3_1,30,30
nand2_1,28,27
nand3_1,13,11
clkbuf_16,0,201
a21oi_1,128,128
o41ai_1,32,31
registers in the layout (all words and copies together), names as in the netlist:
register,count
core,2048
out,8
routing by layer:
metal / wire, um / global-route usage [%] / vias to the layer above
met1: 63800 / 18.0 / 19000
met5: 179 / 0.566 / -
met2: 91700 / 23.7 / 2100
met4: 5610 / 3.89 / 6
met3: 30000 / 11.6 / 275
li1: - / - / 15400
cells by family after synthesis:
group | Yosys count | share of synthesized area [%]
simple gates | 330 | 1.73
mux | 512 | 14.7
flops | 2056 | 78.6
compound gates | 416 | 3.62
buf+inv | 233 | 1.40
final timing paths:
path           startpoint     end  slack (ns)  cells after the start
max reg2reg  core[251][7]  out[7]       13.24                      6
min          core[178][3]  out[3]        1.05                      5
min reg2reg  core[178][3]  out[3]        1.05                      5
max               addr[0]  out[2]        8.67                     10
per-stage QoR:
stage / instances / utilization, %
final: 7379 / 34.6
after global routing: 7378 / 34.6
after CTS: 7377 / 34.6
after detailed placement: 7007 / 32.1
after global placement: 7007 / 32.1
after floorplan: 3547 / -
critical path, stage by stage:
cell and delay (ns):
buf_8 0.38, buf_4 0.64, buf_12 0.56, buf_4 0.67, mux4_2 0.58, a22oi_1 0.34, a21oi_1 0.21, o41ai_1 0.86
buf_4 0.23, nand4_1 0.08
area by class of cell:
| type | count | area (um^2) |
|---|---|---|
| fill | 23700 | 170000 |
| multi-input combinational | 1258 | 15800 |
| tap | 3496 | 4370 |
| inverter | 1 | 3.75 |
| antenna | 2 | 5.00 |
| timing repair buffer | 196 | 1610 |
| sequential | 2056 | 61700 |
| clock buffer | 243 | 5190 |
| clock inverter | 127 | 1160 |
Power is estimated from default activity; no workload was simulated.
