==> flow/design.v <==
module RegFile(
  input Clk,	Wen, 
  input[2:0] Ra, Rb, Wd,	  
  input[7:0] Wdat,  
  output Zero,  
  output[7:0]RdatA, RdatB);  
  logic[7:0] core[8];  
  assign RdatA = core[Ra];
  assign RdatB = core[Rb];
  assign Zero = core[5] == 0;
  always_ff @(posedge Clk)
    if(Wen) core[Wd] <= Wdat;
endmodule
==> flow/run.sh <==
#!/bin/bash
# OpenROAD 26Q1-2900-gdf79404cd8, Yosys 0.63+post, stock flow scripts
make -C /OpenROAD-flow-scripts/flow DESIGN_CONFIG=/design/flow/config.mk WORK_HOME=/design/flow/orfs finish
==> flow/config.mk <==
export PLATFORM = sky130hd
export DESIGN_NAME = RegFile
export DESIGN_NICKNAME = RegFile
export VERILOG_FILES = /design/flow/design.v
export SDC_FILE = /design/flow/constraint.sdc
export NUM_CORES = 4
export LEC_CHECK = 1
export CORE_UTILIZATION = 50
==> flow/constraint.sdc <==
current_design RegFile

set clk_period 3.0
set clk_io_pct 0.2

create_clock -name clk0 -period $clk_period [get_ports {Clk}]

set non_clock_inputs [all_inputs -no_clocks]
set_input_delay [expr $clk_period * $clk_io_pct] -clock clk0 $non_clock_inputs
set_output_delay [expr $clk_period * $clk_io_pct] -clock clk0 [all_outputs]
==> impl_report.txt <==
==== FLOW RESULTS ====
----------------------------------------------------
[Final layout]
  Number of filler instances in the final layout ........................ 411
  Layout cells sized above 1 ........................ 0.249
  Largest register FFs ........................ 64
  Number of standard cells in the layout, taps in and fillers out ........................ 268
  Largest regs ........................ core x64
  Utilization after layout ........................ 0.633
  Area overhead of the layout relative to synthesis ........................ 21.7%
  Top reg by flops ........................ core

[Yosys]
  Fraction of registers with async set or reset after synthesis ........................ 0
  Combined area of all synthesized cells ........................ 3100 sq um
  Yosys top cell by area ........................ edfxtp_1
  Synthesized netlist cell count ........................ 138
  YS chip area ........................ 3100 sq um
  Total cells reported by yosys after synthesis ........................ 138
  Cell with the most instances after synthesis ........................ edfxtp_1
  Main flop type after synthesis ........................ edfxtp_1
  Post-synth EDFFs ........................ 64
  Distinct cells, synth ........................ 14
  Yosys Warn Count ........................ 1
  Top cells by count ........................ 64 x edfxtp_1, 29 x mux4_1, 16 x mux2_2
  Area fraction of the dominant cell type after synthesis ........................ 0.621
  Mean instance size in the synthesized netlist ........................ 22.4 sq um
  FF+latch count, synth ........................ 64
  Post-synthesis sequential area ratio ........................ 0.621
  Post-synth area hogs ........................ edfxtp_1 62%, mux4_1 25%, mux2_2 5.8%, mux4_2 2.2%, buf_12 1.3%

[STA]
  Clock period minus worst slack ........................ 2.87 ns
  Final period util ........................ 0.957
  Final hold vios ........................ 0
  Worst rel slew slack ........................ 0.830
  Setup repair after global routing missed its margin ........................ false
  Fmax ........................ 348 MHz
  Slew at the pin closest to its max-slew limit ........................ 0.254 ns
  Worst setup margin ........................ 0.129 ns
  Max-slew violation total from the final report ........................ 0
  Final setup vio count ........................ 0
  Total negative setup slack ........................ 0 ns

[Pwr]
  Combinational share of power ........................ 0.122
  Share of total power in the clock network ........................ 0.301
  Pwr dens ........................ 472 nW/um^2
  Cell-internal power ........................ 1440 uW
  Share of total power consumed by net switching ........................ 0.192
  Part of the total power dissipated in sequential elements ........................ 0.577
  Net switching power of the design ........................ 341 uW
  Leak pwr ........................ 0.00131 uW
  Max rail drop VDD ........................ 0.324 mV

[CTS]
  Number of buffers on the longest clock path ........................ 2
  Setup bufs post-CTS ........................ 0
  H-tree levels ........................ 3
  # hold bufs at CTS ........................ 0
  Clock root cell ........................ clkbuf_8
  Number of clock buffers inserted by TritonCTS ........................ 9
  Clock net sink count ........................ 64
  Clock-pin slew reported for the worst setup and hold paths after clock tree synthesis ........................ 0.06 ns
  CTS tree ........................ built

[Global routing]
  Gr usage total ........................ 0.220
  Total gr overflow ........................ 0
  Wire length of the first global-routing pass ........................ 8750 microns
  Initial antenna violation count ........................ 0
  Largest net degree at the start of global routing ........................ 17
  Via count of the first global-routing pass ........................ 1,683

[Die]
  Die Width ........................ 80.7 microns
  Area of the placeable core ........................ 5960 sq um
  Floorplan die area ........................ 6510 sq um
  Placement Rows ........................ 28
  Vertical die dimension ........................ 80.7 microns
  FP Core Util ........................ 0.520
  Number of top-level pins ........................ 36

[Detailed routing]
  Ant diodes ........................ 0
  Residual DRC ........................ 0
  DR vias/cell ........................ 5.86
  Remaining antenna violation count after routing ........................ 0
  Detailed-route via count ........................ 1,570
  Detailed-routing iteration count for the pre-antenna-repair pass ........................ 4
  Total Routed Length ........................ 5790 microns
  Detailed Route Iter0 Violations ........................ 81
  Wire length per cell after detailed routing ........................ 21.6 microns

[Hold path]
  Number of cells traversed by the worst hold path ........................ 1
  Hold wc startpoint ........................ Wdat[6]
  Sink of the worst hold path ........................ core[2][6]
  Worst min-delay path category ........................ input pin to register

[Run status]
  Status ........................ complete, no violations

[Critical path]
  Kind of end point of the critical path ........................ primary output
  Critical path class ........................ input pin to primary output
  Crit path DRT ........................ 2.40 ns
  Max FO, Critical Path ........................ 8
  Crit path max-delay cell type ........................ mux4_1
  Largest stage delay on the critical path ........................ 0.56 ns
  List of cells traversed by the critical path ........................ dlygate4sd2_1, buf_6, mux4_1, mux2_2, clkdlybuf4s50_1
  Arrival time of the worst setup path ........................ 2.27 ns
  CP startpoint kind ........................ input pin

[Placement]
  HPWL Detailed ........................ 3780 microns
  Port Buffers ........................ 35
  Post-Place Worst Slack ........................ -0.156 ns
  Placed instance count ........................ 254
  Last weighted congestion value of the routability-driven placer ........................ 0.800

[Job]
  Count of maximum capacitance violations ........................ 0
  Log Warnings ........................ 26

----------------------------------------------------
-- layer usage --
layer | wire (microns) | track usage | share of wire
met1 | 2070 | 0.295 | 0.36
met2 | 3110 | 0.369 | 0.54
met3 | 539 | 0.107 | 0.093
met4 | 61 | 0.0232 | 0.011
met5 | 0 | 0 | 0
-- how the worst max path moves through the flow --
stage         startpoint  endpoint  slack (ns)  depth (start not counted)
global route       Rb[0]  RdatB[7]        0.06                          5
finish             Rb[0]  RdatB[4]        0.13                          5
CTS                Ra[0]  RdatA[3]       0.003                          5
-- worst max-delay path, delay by kind of cell --
kind / cells / cell delay, ns
buffers and inverters: 3 / 0.83
multiplexers: 2 / 0.84
-- logic make-up after synthesis --
kind of cell           count (synthesis)  synth area share
buffers and inverters                 10            0.0283
flip-flops                            64             0.621
multiplexers                          48             0.326
AND/OR/NAND/NOR                       16            0.0251
-- cell usage in the layout (no fill, tap or decap), types with 2 or more instances in the layout --
cell type and instances:
edfxtp_1 64, clkdlybuf4s50_1 33, mux4_1 28, mux2_2 16, buf_4 12, clkbuf_8 9, nor2_1 7, mux4_2 4
nand2b_1 3, nand2_1 2, nor3_1 2, or4_1 2, clkinv_1 2, buf_6 2, buf_12 2
-- what timing repair did --
| action | 4_1_cts | 5_1_grt |
|---|---|---|
| setup endpoints to repair | 16 | 6 |
| resized | 6 | 1 |
| pin swaps | 0 | 0 |
| gates cloned | 1 | 0 |
-- cell type report --
class                           instances  area (sq um)  area share
Clock buffer                           10           128      0.0339
Clock inverter                          3          12.5     0.00332
Multi-Input combinational cell         64          1080       0.288
Sequential cell                        64          1920       0.510
Tap cell                               75          93.8      0.0249
Timing Repair Buffer                   52           529       0.140
-- power groups by stage --
stage	sequential, uW	clock, uW	combinational [uW]
CTS	1030	549	222
global route	1030	586	236
finish	1030	535	218
-- through the flow --
stage,total power (uW),hold slack [ns],cell area [sq um]
after detailed placement,1260,1.33,3600
after CTS,1800,0.988,3770
after global routing,1850,1.01,3770
final,1780,1.01,3770
after floorplan,1150,0.699,3100
after global placement,1250,1.30,3600
Power is estimated from default activity; no workload was simulated.
